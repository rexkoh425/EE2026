$ cat design/flow/design.v
`timescale 1ns / 1ps
module slave_tx(
    input clk,
    input reset,
    input btnU, btnD, btnL, btnR, DebouncedBtnC,
    output wire tx,   
    output reg start
);
    reg [31:0] tx_data = 0;
    wire uart_tx_out;   
    wire tx_busy;
    always @(posedge clk or posedge reset) begin
        if (reset) begin
            start <= 0;
            tx_data <= 32'b0;  
        end else if (tx_busy == 1'b0) begin
            if (btnU) begin
                tx_data <= 32'h01;  
                start <= 1;
            end else if (btnD) begin
                tx_data <= 32'h02;  
                start <= 1;
            end else if (btnL) begin
                tx_data <= 32'h03;  
                start <= 1;
            end else if (btnR) begin
                tx_data <= 32'h04;  
                start <= 1;
            end else if (DebouncedBtnC) begin
                tx_data <= 32'h05;
                start <= 1;
            end else begin
                tx_data <= 32'h06;
                start <= 1;
            end
        end
    end
    uart_tx_new uart_tx_inst_slave(
        .clk(clk),
        .reset(reset),
        .data(tx_data),
        .start(start),
        .tx(uart_tx_out),  
        .tx_busy(tx_busy)
    );
    assign tx = uart_tx_out;
endmodule
`timescale 1ns / 1ps
module uart_tx_new(
    input clk,            
    input reset,         
    input [31:0] data,    
    input start,          
    output reg tx,        
    output reg tx_busy    
);
    parameter CLKS_PER_BIT = 5208;  
    reg [4:0] bit_idx;       
    reg [13:0] clk_cnt;      
    reg [32:0] shift_reg;    
    parameter IDLE  = 2'b00;
    parameter START = 2'b01;
    parameter DATA  = 2'b10;
    parameter STOP  = 2'b11;
    reg [1:0] state = IDLE;  
    always @(posedge clk or posedge reset) begin
        if (reset) begin
            tx <= 1'b1;  
            tx_busy <= 1'b0;
            clk_cnt <= 0;
            bit_idx <= 0;
            shift_reg <= 0;
            state <= IDLE;
        end else begin
            case (state)
                IDLE: begin
                    tx <= 1'b1;
                    tx_busy <= 1'b0;
                    if (start && !tx_busy) begin
                        shift_reg <= {1'b1, data};  
                        state <= START;
                        tx_busy <= 1'b1;
                        bit_idx <= 0;
                    end
                end
                START: begin
                    if (clk_cnt < CLKS_PER_BIT - 1) begin
                        clk_cnt <= clk_cnt + 1;
                    end else begin
                        clk_cnt <= 0;
                        tx <= 1'b0;  
                        state <= DATA;
                    end
                end
                DATA: begin
                    if (clk_cnt < CLKS_PER_BIT - 1) begin
                        clk_cnt <= clk_cnt + 1;
                    end else begin
                        clk_cnt <= 0;
                        tx <= shift_reg[bit_idx];  
                        bit_idx <= bit_idx + 1;
                        if (bit_idx == 31) begin
                            state <= STOP;
                        end
                    end
                end
                STOP: begin
                    if (clk_cnt < CLKS_PER_BIT - 1) begin
                        clk_cnt <= clk_cnt + 1;
                    end else begin
                        clk_cnt <= 0;
                        tx <= 1'b1;  
                        state <= IDLE;
                        tx_busy <= 1'b0;  
                    end
                end
            endcase
        end
    end
endmodule
$ cat design/flow/run.sh
#!/bin/bash
# OpenROAD 26Q1-2900-gdf79404cd8, Yosys 0.63+post, stock flow scripts
make -C /OpenROAD-flow-scripts/flow DESIGN_CONFIG=/design/flow/config.mk WORK_HOME=/design/flow/orfs finish
$ cat design/flow/config.mk
export PLATFORM = sky130hd
export DESIGN_NAME = slave_tx
export DESIGN_NICKNAME = slave_tx
export VERILOG_FILES = /design/flow/design.v
export SDC_FILE = /design/flow/constraint.sdc
export NUM_CORES = 4
export LEC_CHECK = 1
export CORE_AREA = 10 10 113 113
export DIE_AREA = 0 0 123 123
export SYNTH_HDL_FRONTEND = slang
$ cat design/flow/constraint.sdc
current_design slave_tx

set clk_period 2.9
set clk_io_pct 0.2

create_clock -name clk0 -period $clk_period [get_ports {clk}]

set non_clock_inputs [all_inputs -no_clocks]
set_input_delay [expr $clk_period * $clk_io_pct] -clock clk0 $non_clock_inputs
set_output_delay [expr $clk_period * $clk_io_pct] -clock clk0 [all_outputs]
==> results.py <==
# Flow results
metrics = {
    "pwr": {
        "ir_drop_uv": 204,
        "powerDensity_nw_per_um2": 437,
        "p_leak_nw": 0.835,
        "finalPower_w": 0.000838,
    },
    "floorplanning": {
        "die_h_um": 123,
        "core_um2": 10300,
        "die_x_um": 123,
        "io_pins": 9,
        "chipArea_um2": 15100,
        "fp-row-count": 37,
        "initCoreUtil": 0.153,
    },
    "detailed_routing": {
        "viasPerCell": 3.84,
        "drc_errors": 0,
        "drtPass1Iterations": 4,
        "postRouteAntennaNets": 0,
        "num_antenna_cells": 0,
        "vias": 1170,
        "wl_per_cell_um": 9.68,
        "routed_wl_mm": 2.95,
        "drt_iter0_drc": 53,
    },
    "worst_setup_path": {
        "critical_path.startpoint_type": "register",
        "worstPathArrival_ns": 1.28,
        "crit_required_ns": 2.32,
        "cp-end-kind": "output pin",
        "max_stage_delay_ns": 0.53,
        "r2r_start": "uart_tx_inst_slave.clk_cnt[0]",
        "worstSetupPathType": "register to output pin",
        "critPathMaxFanout": 2,
        "reg2reg_to": "uart_tx_inst_slave.clk_cnt[3]",
        "cp_cell_sequence": "clkdlybuf4s50_1",
        "worst-path-buf-inv": 1,
        "r2r_cells": 6,
        "slowest_stage": "dfstp_2",
        "critPathTopFamily": "flip-flops",
        "worst-r2r-setup-slack_ns": 1.08,
    },
    "placed_design": {
        "hpwl_mm": 2.06,
        "gp_congestion": 0.793,
        "io_buffers": 8,
        "dp_cells": 298,
    },
    "final_timing": {
        "slew_viol_final": 0,
        "setup_viol": 0,
        "finalSetupTns_ns": 0,
        "clock_skew_ns": 0.00484,
        "finalClockPeriodUsage": 0.643,
        "fin_crit_ns": 1.86,
        "timing.fmax_ghz": 0.536,
        "hold_viol_final": 0,
        "rsz0062_at_grt": "false",
        "worst_pin_slew_ns": 0.598,
        "maxSlewHeadroom": 0.601,
    },
    "final_layout": {
        "regMostFlops": "uart_tx_inst_slave.clk_cnt",
        "largest_reg_flops": 14,
        "finalNonFillerCells": 305,
        "reg_top3": "uart_tx_inst_slave.clk_cnt (14), uart_tx_inst_slave.bit_idx (5), uart_tx_inst_slave.state (4)",
        "area_growth_pct": 21.0,
        "drive_gt1_frac": 0.148,
    },
    "grt": {
        "grt_pass1_wl_mm": 5.07,
        "grt_pass1_vias": 1105,
        "track_usage": 0.0396,
        "grt_overflow": 0,
        "antenna_found_initial": 0,
        "grt_max_degree": 33,
    },
    "cts": {
        "cts_max_level": 2,
        "path_clk_slew_ns": 0.07,
        "cts-root-buf": "clkbuf_8",
        "cts_setup_buffers": 0,
        "clkLatencyLatePin_ns": 0.28,
        "cts_buffers": 5,
        "cts_sinks": 32,
        "cts_tree": "built",
        "cts_resized": 0,
        "postCtsHoldBufs": 0,
        "clockBufferDepth": 2,
    },
    "hold_path": {
        "holdPathStages": 2,
        "hold_start": "tx_data[2]",
        "hold_path_class": "register to register",
        "hold_end": "tx_data[2]",
    },
    "logic_synthesis": {
        "ys_cells": 156,
        "synthFlopType": "dfrtp_1",
        "syn_inst": 156,
        "synth_top_cell_by_area": "dfrtp_1",
        "top_cell_area_share": 0.474,
        "synth_cell_types": 40,
        "topCellsByArea": "dfrtp_1 47%, nand2_1 4.7%, dfstp_2 3.3%",
        "ys_seq_share": 0.508,
        "synth-edff-count": 0,
        "netlist_area_um2": 1580,
        "yosys_warnings": 0,
        "avgSynthCellArea_um2": 10.1,
        "yosys_area_um2": 1580,
        "ys_ff": 32,
        "postSynth.asyncResetShare": 1.00,
    },
    "flow_run": {
        "maxCapViolCount": 0,
        "warnings": 25,
    },
    "outcome": {
        "run_status": "finished clean",
    },
}
-- where the power goes --
group / total [W] / switching [W] / internal (W)
sequential: 0.000450 / 0.000000980 / 0.000449
combinational: 0.0000232 / 0.0000129 / 0.0000103
clock: 0.000365 / 0.000153 / 0.000211
-- worst max path at each step --
stage | startpoint | end | slack, ns | cells after the start
6_report | uart_tx_inst_slave.tx | tx | 1.04 | 1
5_1_grt | uart_tx_inst_slave.clk_cnt[0] | uart_tx_inst_slave.clk_cnt[11] | 0.93 | 6
4_1_cts | uart_tx_inst_slave.tx | tx | 1.0 | 1
-- cell usage in the layout (no fill, tap or decap), types with 3 or more instances in the layout --
cell             count
xnor2_1              4
nor2_1              13
a21oi_1              5
clkdlybuf4s50_1      8
ha_1                 3
nor3_1               6
nor2_2               7
a22o_1               3
nand2_1             20
inv_1                6
dfrtp_1             30
o21ai_0              9
clkbuf_8             7
nand2b_1             3
xor2_1               6
and3_1               4
nand3_1              5
-- synth_stat cells (2+ instances only) --
cell type  instances
dfrtp_1           30
nand2_1           20
nor2_1            13
o21ai_0            9
nor2_2             7
inv_1              6
nor3_1             6
xor2_1             6
a21oi_1            5
nand3_1            5
and3_1             4
xnor2_1            4
a22o_1             3
ha_1               3
nand2b_1           3
a31oi_1            2
a32o_1             2
dfstp_2            2
mux2_2             2
nand4_1            2
o21a_1             2
o22ai_1            2
-- metal layers --
layer  track usage  vias to the layer above  part of all wire
met3        0.0120                        2             0.047
met1        0.0572                      567              0.50
li1              -                      578                 -
met5             0                        -                 0
met4       0.00582                        0            0.0054
met2        0.0586                       23              0.45
-- layout make-up --
class                      instances  area (um^2)
multi-input combinational        115          736
sequential                        32          803
tap                              136          170
clock buffer                       7         96.3
timing repair buffer               9         87.6
fill                            1113         8410
inverter                           6         22.5
-- logic make-up (layout without fill, tap and decap cells) --
kind of cell | Yosys count | in the layout | synth area share
AOI/OAI and AO/OA | 34 | 34 | 0.157
xor gates and xnor gates | 10 | 10 | 0.0553
adders and majority gates | 3 | 3 | 0.0237
buffers and inverters | 9 | 22 | 0.0277
DFF | 32 | 32 | 0.508
muxes | 3 | 3 | 0.0206
and+or+nand+nor | 65 | 65 | 0.209
-- stage by stage --
step	util	hold WS, ns	cell area, um^2	worst slack [ns]
3_5_place_dp	0.176	0.469	1820	1.07
3_3_place_gp	0.176	0.473	1820	1.14
4_1_cts	0.186	0.486	1920	0.999
6_report	0.186	0.480	1920	1.04
2_1_floorplan	-	0.443	1580	1.36
5_1_grt	0.186	0.518	1920	0.932
Power and IR drop assume default switching activity.
