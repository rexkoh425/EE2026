## /design/flow/config.mk

```make
export PLATFORM = sky130hd
export DESIGN_NAME = uart_rx_new
export DESIGN_NICKNAME = uart_rx_new
export VERILOG_FILES = /design/flow/design.v
export SDC_FILE = /design/flow/constraint.sdc
export NUM_CORES = 4
export LEC_CHECK = 1
export CORE_UTILIZATION = 40
export SYNTH_HDL_FRONTEND = slang
```

## /design/flow/constraint.sdc

```tcl
current_design uart_rx_new

set clk_period 4.7
set clk_io_pct 0.2

create_clock -name clk0 -period $clk_period [get_ports {clk}]

set non_clock_inputs [all_inputs -no_clocks]
set_input_delay [expr $clk_period * $clk_io_pct] -clock clk0 $non_clock_inputs
set_output_delay [expr $clk_period * $clk_io_pct] -clock clk0 [all_outputs]
```

## /design/flow/design.v

```verilog
`timescale 1ns / 1ps
module uart_rx_new(
    input clk,           
    input reset,         
    input rx,           
    output reg [31:0] data,  
    output reg valid     
);
    parameter CLKS_PER_BIT = 5208;  
    reg [13:0] clk_cnt;    
    reg [4:0] bit_idx;     
    reg [31:0] shift_reg;  
    parameter IDLE  = 2'b00;
    parameter START = 2'b01;
    parameter DATA  = 2'b10;
    parameter STOP  = 2'b11;
    reg [1:0] state = IDLE;  
    always @(posedge clk or posedge reset) begin
        if (reset) begin
            valid <= 1'b0;
            clk_cnt <= 0;
            bit_idx <= 0;
            state <= IDLE;
            shift_reg <= 31'b0;
            data <= 31'b0;
        end else begin
            case (state)
                IDLE: begin
                    valid <= 1'b0;
                    if (rx == 1'b0) begin  
                        state <= START;
                        clk_cnt <= 0;
                    end
                end
                START: begin
                    if (clk_cnt < (CLKS_PER_BIT / 2) - 1) begin
                        clk_cnt <= clk_cnt + 1;
                    end else begin
                        clk_cnt <= 0;
                        state <= DATA;
                        bit_idx <= 0;  
                    end
                end
                DATA: begin
                    if (clk_cnt < CLKS_PER_BIT - 1) begin
                        clk_cnt <= clk_cnt + 1;
                    end else begin
                        clk_cnt <= 0;
                        shift_reg[bit_idx] <= rx;  
                        bit_idx <= bit_idx + 1;
                        if (bit_idx == 31) begin  
                            state <= STOP;
                        end
                    end
                end
                STOP: begin
                    if (clk_cnt < CLKS_PER_BIT - 1) begin
                        clk_cnt <= clk_cnt + 1;
                    end else begin
                        clk_cnt <= 0;
                        if (rx == 1'b1) begin  
                            data <= shift_reg;  
                            valid <= 1'b1;      
                        end
                        state <= IDLE;  
                    end
                end
            endcase
        end
    end
endmodule
```

## /design/flow/run.sh

```bash
#!/bin/bash
# OpenROAD 26Q1-2900-gdf79404cd8, Yosys 0.63+post, stock flow scripts
make -C /OpenROAD-flow-scripts/flow DESIGN_CONFIG=/design/flow/config.mk WORK_HOME=/design/flow/orfs finish
```

==> summary.txt <==
This memo summarizes the results of the implementation run.

Outcome
The run finished with clean final reports.

Timing
The worst path setup slack after routing is about 2.0 ns. The final setup TNS is 0 ns. Per the timing report, the achievable frequency comes out to ~370 MHz. The count of endpoints failing setup in the final report is 0. The worst path needs 2.73 ns of the cycle, external delays included. The worst pin sits at a relative slew slack of 50.3%. For reference, the final report shows the max-slew violation count at 0. The final timing report lists a hold violation count of 0. The worst clock skew on the final layout is 0.00517 ns. The final timing summary puts the cycle share of the worst path at between 50% and 60%.

Setup repair after global routing left no endpoint under its margin. For the pin with the worst max-slew slack, the measured transition is approximately 0.75 ns.

Clock network
Looking at the worst setup and hold paths, the clock pins of their registers show a slew of about 0.080 ns. Once the clock tree was built, the setup fixing pass inserted 0 buffers. The clock drives around 88 sinks. The cell at the root of the clock tree is sky130_fd_sc_hd__clkbuf_8. The report puts the hold buffer count at CTS at 0. TritonCTS built the clock tree.

The insertion delay of the later-clocked pin in the worst-skew pair is roughly 0.35 ns. The number of buffers created by CTS is 9. The maximum level of the CTS H-tree is 3.

The number of cells upsized or downsized after cts is 0. The clock passes through at most 2 buffers.

Placement
Timing analysis after detailed placement gives a worst setup slack of 1.63 ns. The half-perimeter wire length of the detailed placement result is about 4600 um. Port buffering added 35 buffers. The global placement routability congestion is ~0.79. The placement stage leaves a total instance area of 4440 um2.

Synth
For this run, the number of Yosys warnings is 0. The top cell type's share of synthesized area is between 50% and 60%. The most common cell in the synthesized netlist is sky130_fd_sc_hd__dfrtp_1. The mapped cell area is between 3000 and 4000 um2. Of the synthesized area, sequential elements account for 55.5%.

The most used flip-flop cell after synthesis is sky130_fd_sc_hd__dfrtp_1. The average cell area after synthesis is between 10 and 15 um2. The gate count after technology mapping is approximately 330. The yosys cell count is roughly 330. The largest area contributor in the netlist is sky130_fd_sc_hd__dfrtp_1. The number of register bits inferred by synthesis is about 90. The share of flip-flops with an asynchronous set or reset after synthesis is ~100%. Counting instances in the post-synthesis netlist gives the leading cell types as sky130_fd_sc_hd__dfrtp_1, sky130_fd_sc_hd__mux2_2, sky130_fd_sc_hd__nand2_1. The chip area estimate from yosys synthesis is around 4000 um2. Sorting the synthesized cells by area gives the leading types as sky130_fd_sc_hd__dfrtp_1, sky130_fd_sc_hd__mux2_2, sky130_fd_sc_hd__nand3_1. Counting flops with a built-in enable in the synthesized netlist gives 0. The count of cell types in the netlist is between 40 and 50.

Critical path
In this run the worst setup path begins at rx. For reference, the critical path cell chain is clkdlybuf4s50_1 > buf_4 > nand2_1 > o21ai_0 > o21a_4 > or4_1 > o211ai_1. The arrival time of data at the worst endpoint is listed as roughly 3.0 ns. The startpoint of the most critical register-to-register path is clk_cnt[0]$_DFFE_PP0N_.

The timing report gives the worst reg2reg path a setup slack of between 2 and 2.5 ns. STA classifies the critical path startpoint as an input pin. According to the timing report, the critical path is captured at clk_cnt[4]$_DFFE_PP0N_. Max fanout on the critical path was recorded as 37.

The number of cells on the worst reg-to-reg path is 8. The timing report shows that the slowest cell on the worst path is sky130_fd_sc_hd__or4_1. STA classifies the critical path endpoint as a flip-flop. Along the critical path, the tally of buffer and inverter instances is 2. In this run the critical register-to-register path is captured at shift_reg[3]$_DFFE_PP0P_. The data required time of the critical path is 4.98 ns. The critical path runs through a total of 7 cells.

The kind of cell with the highest combined delay along the critical path is simple AND/OR/NAND/NOR gates. The path type of the worst setup path is in -> reg. Among all stages on the critical path, the maximum delay recorded is about 0.48 ns.

Min path
Looking at hold timing, the worst path starts from shift_reg[23]$_DFFE_PP0P_. The worst hold-check path type is reg -> reg.

Pwr
The leakage dissipation is approximately 2.0 nW. In this run the power density over the cells is roughly 330 nW/um2. The worst-case vdd ir drop is around 170 uV.

Global route
The largest net degree at the start of global routing is around 61. The number of antenna violations at the first check in global routing is 0. Summed over all layers, the global routing overflow is 0. The first global-routing pass estimated approximately 12000 um of wire. In the global route stage, overall resource usage came out at roughly 16%. The number of global-route vias before repair is 2517.

Detailed routing
The total wire length is between 7000 and 8000 um. The number of antenna diodes in the final layout is 0. The number of vias after detailed routing is 2571. Dividing the detail-routed via count by the number of cells gives 5.20. The DRC violation total left in the routed layout is recorded as 0. The initial detailed-routing violation count is 98. Dividing the detail-routed wire length by the instance count gives about 15 um.

The first detailed-routing pass ran for 4 iterations. The count of antenna-violating nets left after detailed routing is 0.

Run
The warning total across the stage logs is 29. Max-cap violations in this run came to 0.

Floorplanning
The height of the die is a little over 100 um. The chip occupies about 10000 um2. The floorplan die width is 102 um. The core area is ~9400 um2.

The site row count is 35. During I/O placement, the number of pins put on the boundary was 36. For this configuration, the core starts out at a cell density of between 40% and 50%.

Layout
The fraction of final layout cells sized beyond drive strength 1 is a little under a quarter. The layout overhead on the synthesized area is 16.2%. Summing all non-filler instances in the final layout gives an area of between 4000 and 5000 um2.
==> area by class of cell <==
class,count,area [um2]
Fill cell,882,4800
Sequential cell,88,2200
Multi-Input combinational cell,217,1660
Timing Repair Buffer,40,388
Tap cell,129,161
Clock buffer,10,128
Clock inverter,4,47.5
Inverter,6,23.8
==> per-layer routing <==
layer	share of wire, %	routed length [um]	up-vias	track usage (%)
li1	-	-	1243	-
met1	51	3680	1285	25.0
met2	44	3160	38	24.3
met3	3.7	263	5	3.01
met4	1.1	76	0	1.45
met5	0	0	-	0
==> worst min path at each step <==
stage                                to  slack [ns]  depth (start not counted)
CTS           shift_reg[23]$_DFFE_PP0P_        0.50                          1
finish        shift_reg[23]$_DFFE_PP0P_        0.49                          1
global route  shift_reg[31]$_DFFE_PP0P_        0.52                          1
==> kinds of logic (layout without fill, tap and decap cells) <==
logic type	after synthesis	count (layout)	synth area share, %
buf+inv	26	60	2.65
xor+xnor	2	2	0.441
simple gates	98	98	12.6
mux	67	67	18.9
compound gates	43	43	7.69
flops	88	88	55.5
fa+ha+maj	7	7	2.21
==> per-stage QoR <==
stage,power (mW),instances,hold slack [ns],utilization [%]
finish,1.50,494,0.495,49.0
global route,1.59,494,0.516,49.0
CTS,1.53,494,0.502,49.0
detailed placement,1.03,480,0.482,47.1
global placement,1.03,480,0.480,47.1
floorplan,0.991,331,0.445,-
==> layout by cell type (no fill, tap or decap), drive strengths merged, types with 4 or more instances in the layout <==
| cell type | synthesis | final |
|---|---|---|
| nor2 | 7 | 7 |
| mux2 | 65 | 65 |
| nand2 | 32 | 32 |
| clkbuf | 14 | 10 |
| clkdlybuf4s50 | 0 | 35 |
| o21ai | 18 | 18 |
| or3 | 4 | 4 |
| o211ai | 4 | 4 |
| ha | 7 | 7 |
| a21oi | 6 | 6 |
| inv | 6 | 5 |
| buf | 6 | 5 |
| a21o | 4 | 4 |
| dfrtp | 87 | 87 |
| nand3 | 31 | 31 |
| and3 | 4 | 4 |
==> worst register-to-register path, stage by stage (launching register included) <==
cell,delay [ns]
sky130_fd_sc_hd__dfrtp_1,0.41
sky130_fd_sc_hd__ha_1,0.21
sky130_fd_sc_hd__a211o_1,0.15
sky130_fd_sc_hd__o211ai_2,0.13
sky130_fd_sc_hd__a211oi_2,0.20
sky130_fd_sc_hd__buf_4,0.30
sky130_fd_sc_hd__and2_1,0.47
sky130_fd_sc_hd__nand2_1,0.15
sky130_fd_sc_hd__mux2_1,0.34
==> power breakdown <==
| group | leakage [nW] | internal (mW) | switching (mW) | total, mW |
|---|---|---|---|---|
| logic | 0.795 | 0.0703 | 0.0735 | 0.144 |
| registers | 1.12 | 0.805 | 0.0654 | 0.870 |
| clock network | 0.0880 | 0.238 | 0.253 | 0.491 |
| total | 2.01 | 1.11 | 0.392 | 1.50 |
No activity file was given, so power comes from the tool's default toggle rates.
